==> /design/flow/run.sh <==
#!/bin/bash
# OpenROAD 26Q1-2900-gdf79404cd8, Yosys 0.63+post, stock flow scripts
make -C /OpenROAD-flow-scripts/flow DESIGN_CONFIG=/design/flow/config.mk WORK_HOME=/design/flow/orfs finish
==> /design/flow/design.v <==
`timescale 1ns / 1ps
module naive_matmul #(
    parameter MATRIX_DIM = 32,
    parameter DATA_WIDTH = 8,
    parameter ACC_WIDTH = 32
)(
    input wire clk,
    input wire rst,
    input wire start,
    output reg done
);
    localparam MATRIX_SIZE = MATRIX_DIM * MATRIX_DIM;
    reg [DATA_WIDTH-1:0] mem_a [0:MATRIX_SIZE-1];
    reg [DATA_WIDTH-1:0] mem_b [0:MATRIX_SIZE-1];
    reg [ACC_WIDTH-1:0]  mem_c [0:MATRIX_SIZE-1];
    localparam S_IDLE = 0, S_COMPUTE = 1, S_DONE = 2;
    reg [1:0] state;
    integer i, j, k;  
    always @(posedge clk or posedge rst) begin
        if (rst) begin
            state <= S_IDLE;
            done <= 0;
            i <= 0; j <= 0; k <= 0;
        end else begin
            case (state)
                S_IDLE: begin
                    done <= 0;
                    if (start) begin
                        i <= 0; j <= 0; k <= 0;
                        state <= S_COMPUTE;
                    end
                end
                S_COMPUTE: begin
                    mem_c[i*MATRIX_DIM + j] <= mem_c[i*MATRIX_DIM + j] + (mem_a[i*MATRIX_DIM + k] * mem_b[k*MATRIX_DIM + j]);
                    if (k < MATRIX_DIM - 1) begin
                        k <= k + 1;
                    end else begin
                        k <= 0;
                        if (j < MATRIX_DIM - 1) begin
                            j <= j + 1;
                        end else begin
                            j <= 0;
                            if (i < MATRIX_DIM - 1) begin
                                i <= i + 1;
                            end else begin
                                state <= S_DONE;
                            end
                        end
                    end
                end
                S_DONE: begin
                    done <= 1;
                    state <= S_IDLE;
                end
            endcase
        end
    end
endmodule
==> /design/flow/config.mk <==
export PLATFORM = sky130hd
export DESIGN_NAME = naive_matmul
export DESIGN_NICKNAME = naive_matmul
export VERILOG_FILES = /design/flow/design.v
export SDC_FILE = /design/flow/constraint.sdc
export NUM_CORES = 4
export LEC_CHECK = 1
export CORE_UTILIZATION = 30
==> /design/flow/constraint.sdc <==
current_design naive_matmul

set clk_period 3.8
set clk_io_pct 0.2

create_clock -name clk0 -period $clk_period [get_ports {clk}]

set non_clock_inputs [all_inputs -no_clocks]
set_input_delay [expr $clk_period * $clk_io_pct] -clock clk0 $non_clock_inputs
set_output_delay [expr $clk_period * $clk_io_pct] -clock clk0 [all_outputs]
==> impl_metrics.ini <==
; yosys + openroad results
[synthesis]
synthFlopType = dfrtp_1
ys.warnings.count = 2
top_area_cell = dfrtp_1
ys_top_cells_by_area = dfrtp_1 44%, nand2_1 4.2%, o21ai_0 4.0%, nor2_1 3.9%, nand3_1 3.3%
synth.cells.most_frequent = 99 x dfrtp_1, 63 x nand2_1, 58 x nor2_1
ys_cells = 624
synth_cell_type_count = 60
post_synth.cell_area_avg_um2 = 8.94
syn-cell-area_um2 = 5580
synth_top_area_share_pct = 44.4
edf_count = 0
ys_seq_share_pct = 44.9
top_cell = dfrtp_1
ys_area_um2 = 5580
syn_inst = 624
synth_flops = 100
async_reset_ff_share_pct = 100

[worst_setup_path]
path_max_fanout = 8
slowest_delay_ns = 0.71
worstSetupPathType = flop to flop
crit_path_end_kind = flop
crit_family = AND-OR/OR-AND gates
cp-start-kind = flop
critPathArrivalTime_ns = 3.18
cp_num_buf_inv = 0
cp_data_required_time_ns = 4.07
cpMaxStageDelayCell = or4_2
path_cells = ha_1 -> nand4_1 -> a41oi_1 -> o21ai_1 -> or4_2 -> a21oi_1

[routing]
dr.first_iter.drc_count = 246
num_vias = 4567
wl_per_cell_um = 14.7
wl_met2_mm = 5.47
routed_wl_mm = 12.6
wl_met1_mm = 6.65
ant_nets = 0
top_layer = met4
antenna_cells = 0
vias_per_cell = 5.31
dr_wl_met3_um = 411
drc = 0
dr.pass1.iters = 4

[layout]
area_delta_synth_final_pct = 10.1
instances_no_fill = 860
layout-drive-gt1-share_pct = 6.50
final-comb-area_um2 = 2900
flop_area_um2 = 2500
nFillCells = 1801

[final_timing]
post-route-period-util_pct = 76.4
hold_viol = 0
clock.fmax_mhz = 344
rsz0062_at_grt = no
min_period_ns = 2.90
max-slew-margin-rel_pct = 49.0
tns_ns = 0
skew_ns = 0.00760
setup_viol = 0
maxSlewViolCount = 0
worst_slack_ns = 0.897
worst_pin_slew_ns = 0.755

[cts]
tritoncts = built
cts_num_sinks = 100
clk_latency_ns = 0.35
cts_buffer_depth = 2
cts_root_buf = clkbuf_16
clk_pin_slew_ns = 0.07
cts.repair.resized = 0
cts-buffers-inserted = 9
postCtsHoldBufs = 0
post-cts-setup-buffers = 0
htreeDepth = 3

[pwr]
ir_drop_mv = 0.189
p_leak_nw = 2.53
powerDensity_nw_per_um2 = 315

[placement]
hpwl_mm = 8.39
io_buffer_count = 3
post-place-ws_ns = 0.609
dp.cells = 844
place.gp.congestion = 0.858

[run_status]
status = completed

[die]
die_area_um2 = 19200
die_width_um = 138
num_io_pins = 4
die_h_um = 138
row_count = 49
core_um2 = 18100
initCoreUtil_pct = 30.9

[min_path]
hold_path.class = flop to flop

[global_route]
grt_usage_pct = 14.1
antenna_found_initial = 0
grt_pass1_vias = 4403
grt_overflow_total = 0
grt_first_pass_wirelength_mm = 22.0
grt_max_degree = 62

[run]
max_cap_viol_count = 0
warnings = 25
==> cells by family (layout without fill, tap and decap cells) <==
| kind of cell | count (synthesis) | count (layout) | synth area share (%) |
|---|---|---|---|
| and+or+nand+nor | 313 | 313 | 30.3 |
| AOI/OAI and AO/OA | 125 | 125 | 14.2 |
| DFF | 100 | 100 | 44.9 |
| buffers and inverters | 41 | 48 | 3.25 |
| xor gates and xnor gates | 36 | 36 | 5.65 |
| muxes | 6 | 6 | 1.10 |
| adders and majority gates | 3 | 3 | 0.673 |
==> path summary, 6_finish.rpt <==
kind,start,to,slack (ns),depth (start not counted)
hold / removal,state[1]$_DFF_PP0_,done$_DFFE_PP0P_,0.47,1
hold reg to reg,state[1]$_DFF_PP0_,done$_DFFE_PP0P_,0.47,1
min in group asynchronous,rst,i[22]$_DFFE_PP0P_,0.80,2
setup / recovery,j[0]$_DFFE_PP0P_,i[20]$_DFFE_PP0P_,0.90,6
setup reg to reg,j[0]$_DFFE_PP0P_,i[20]$_DFFE_PP0P_,0.90,6
max in group asynchronous,rst,k[17]$_DFFE_PP0P_,2.29,3
==> layer usage <==
| metal | vias to the layer above | GRT usage [%] |
|---|---|---|
| met5 | - | 0 |
| met4 | 0 | 1.12 |
| met3 | 8 | 2.51 |
| met2 | 39 | 21.1 |
| met1 | 2208 | 22.6 |
| li1 | 2312 | - |
==> cells in the final DEF (no fill, tap or decap), types with 4 or more instances in the layout <==
cell	count
nand2b_1	6
o31ai_1	20
nor4b_1	4
and4_1	10
nor3_1	14
o211ai_1	4
nor2_1	58
mux2i_1	5
xor2_1	16
nand3_1	37
nand4_1	25
and3_1	23
inv_1	16
and2_1	12
a21oi_1	24
or4_1	11
dfrtp_1	99
clkbuf_16	9
nand2_1	63
o21ai_0	45
buf_4	10
a31oi_1	4
xnor2_1	20
or3_1	10
nor4_1	25
==> state kept, by name, summed over array words and instances (netlist names) <==
name,cells
done,1
state,3
j,32
i,32
k,32
==> area by class of cell <==
| class | count | share of cell area (%) |
|---|---|---|
| multi-input cells | 483 | 47.1 |
| clock inverters | 4 | 0.428 |
| inverters | 18 | 1.14 |
| flip-flops and latches | 100 | 40.7 |
| well taps | 229 | 4.66 |
| repair buffers | 14 | 2.04 |
| clock buffers | 12 | 3.85 |
==> power breakdown <==
part | internal (W) | switching (W)
clock | 0.000445 | 0.000399
sequential | 0.00106 | 0
combinational | 0.00000431 | 0.0000216
total | 0.00151 | 0.000421
==> stage by stage <==
stage                     instance area (um2)  utilization, %  hold slack [ns]  power (W)
final                                    6140            34.0            0.471    0.00193
after detailed placement                 5880            32.5            0.450    0.00111
after global placement                   5880            32.5            0.441    0.00111
after global routing                     6140            34.0            0.477    0.00201
after floorplan                          5580               -            0.419    0.00110
after CTS                                6140            34.0            0.466    0.00197
==> worst reg2reg max path: stages, from the launching register on <==
cell and delay, ns:
dfrtp_1 0.40, ha_1 0.28, nand4_1 0.22, a41oi_1 0.69
o21ai_1 0.37, or4_2 0.71, a21oi_1 0.17
Power is estimated from default activity; no workload was simulated.
