==> /design/flow/design.v <==
`timescale 1ns / 1ps
module matmul_controller #(
    parameter NUM_BLOCKS = 4,
    parameter BLOCK_SIZE = 64,
    parameter ADDR_WIDTH = 10 
)(
    input wire clk,
    input wire rst,
    input wire start,
    input wire systolic_done,
    output reg done,
    output reg [ADDR_WIDTH-1:0] mem_a_addr_out, mem_b_addr_out, mem_c_addr_out,
    output reg mem_a_rd_out, mem_b_rd_out, mem_c_rd_out, mem_c_wr_out,
    output reg init_c_block_out, systolic_start_out,
    output reg systolic_rst_out
);
    localparam IDLE = 0, INIT_C_BLOCK = 1, FETCH_A = 2, FETCH_B = 3, INIT_CORE = 4;
    localparam EXECUTE = 5, READ_C_OLD = 6, WRITE_C_NEW = 7, UPDATE_POINTERS = 8, DONE_STATE = 9;
    reg [3:0] state, next_state;
    localparam COUNTER_WIDTH = (NUM_BLOCKS > 1) ? $clog2(NUM_BLOCKS) : 1;
    reg [COUNTER_WIDTH-1:0] i_block, j_block, k_block;
    always @(posedge clk or posedge rst) begin
        if (rst) begin
            state <= IDLE;
            i_block <= 0; j_block <= 0; k_block <= 0;
        end else begin
            state <= next_state;
            case(state)
                IDLE: begin
                    if (start) {i_block, j_block, k_block} <= 0;
                end
                UPDATE_POINTERS: begin
                    if (k_block == NUM_BLOCKS - 1) begin
                        k_block <= 0;
                        if (j_block == NUM_BLOCKS - 1) begin
                            j_block <= 0;
                            i_block <= i_block + 1;
                        end else begin
                            j_block <= j_block + 1;
                        end
                    end else begin
                        k_block <= k_block + 1;
                    end
                end
            endcase
        end
    end
    always @(*) begin
        done=0; mem_a_addr_out=0; mem_a_rd_out=0; mem_b_addr_out=0; mem_b_rd_out=0;
        mem_c_addr_out=0; mem_c_rd_out=0; mem_c_wr_out=0; init_c_block_out=0; 
        systolic_start_out=0; systolic_rst_out=0;
        next_state = state;
        case (state)
            IDLE: if (start) next_state = INIT_C_BLOCK;
            INIT_C_BLOCK: begin
                mem_c_addr_out = (i_block * NUM_BLOCKS + j_block) * BLOCK_SIZE;
                init_c_block_out = 1; next_state = FETCH_A;
            end
            FETCH_A: begin
                mem_a_addr_out = (i_block * NUM_BLOCKS + k_block) * BLOCK_SIZE;
                mem_a_rd_out = 1; next_state = FETCH_B;
            end
            FETCH_B: begin
                mem_b_addr_out = (k_block * NUM_BLOCKS + j_block) * BLOCK_SIZE;
                mem_b_rd_out = 1; next_state = INIT_CORE;
            end
            INIT_CORE: begin
                systolic_rst_out = 1;
                next_state = EXECUTE;
            end
            EXECUTE: begin
                systolic_start_out = 1;
                if (systolic_done) next_state = READ_C_OLD;
                else next_state = EXECUTE;
            end
            READ_C_OLD: begin
                mem_c_addr_out = (i_block * NUM_BLOCKS + j_block) * BLOCK_SIZE;
                mem_c_rd_out = 1; next_state = WRITE_C_NEW;
            end
            WRITE_C_NEW: begin
                mem_c_addr_out = (i_block * NUM_BLOCKS + j_block) * BLOCK_SIZE;
                mem_c_wr_out = 1; next_state = UPDATE_POINTERS;
            end
            UPDATE_POINTERS: begin
                if (i_block == NUM_BLOCKS-1 && j_block == NUM_BLOCKS-1 && k_block == NUM_BLOCKS-1)
                    next_state = DONE_STATE;
                else if (k_block == NUM_BLOCKS-1)
                    next_state = INIT_C_BLOCK;
                else
                    next_state = FETCH_A;
            end
            DONE_STATE: begin
                done = 1; 
                if (~start) next_state = IDLE;
            end
        endcase
    end
endmodule
`timescale 1ns / 1ps
module pe #(
    parameter DATA_WIDTH = 8,   
    parameter ACC_WIDTH = 32    
) (
    input wire                  clk,        
    input wire                  rst,        
    input wire [DATA_WIDTH-1:0] a_in,       
    input wire [DATA_WIDTH-1:0] b_in,       
    output wire [DATA_WIDTH-1:0] a_out,      
    output wire [DATA_WIDTH-1:0] b_out,      
    output wire [ACC_WIDTH-1:0]  p_sum_out   
);
    reg [DATA_WIDTH-1:0] a_reg;        
    reg [DATA_WIDTH-1:0] b_reg;        
    reg [ACC_WIDTH-1:0]  p_sum_reg;    
    always @(posedge clk) begin
        if (rst) begin
            a_reg     <= 0;
            b_reg     <= 0;
            p_sum_reg <= 0;
        end else begin
            a_reg <= a_in;
            b_reg <= b_in;
            p_sum_reg <= p_sum_reg + (a_in * b_in);
        end
    end
    assign a_out = a_reg;        
    assign b_out = b_reg;        
    assign p_sum_out = p_sum_reg;  
endmodule
`timescale 1ns / 1ps
module systolic_array_8x8 #(
    parameter N = 8,                 
    parameter DATA_WIDTH = 8,        
    parameter ACC_WIDTH = 32         
) (
    input wire clk,                   
    input wire rst,                   
    input wire [N*DATA_WIDTH-1:0] a_in_top,     
    input wire [N*DATA_WIDTH-1:0] b_in_left,    
    output wire [N*N*ACC_WIDTH-1:0] c_out_matrix
);
    wire [DATA_WIDTH-1:0] b_wires [N-1:0][N:0];
    wire [DATA_WIDTH-1:0] a_wires [N:0][N-1:0];
    genvar i, j;  
    generate
        for (i = 0; i < N; i = i + 1) begin : input_assign
            assign a_wires[0][i] = a_in_top[i*DATA_WIDTH +: DATA_WIDTH];
            assign b_wires[i][0] = b_in_left[i*DATA_WIDTH +: DATA_WIDTH];
        end
    endgenerate
    generate
        for (i = 0; i < N; i = i + 1) begin : row_gen
            for (j = 0; j < N; j = j + 1) begin : col_gen
                pe #(
                    .DATA_WIDTH(DATA_WIDTH),
                    .ACC_WIDTH(ACC_WIDTH)
                ) u_pe (
                    .clk(clk),
                    .rst(rst),
                    .a_in(a_wires[i][j]),
                    .b_in(b_wires[i][j]),
                    .a_out(a_wires[i+1][j]),
                    .b_out(b_wires[i][j+1]),
                    .p_sum_out(c_out_matrix[ (i*N + j)*ACC_WIDTH +: ACC_WIDTH ])
                );
            end
        end
    endgenerate
endmodule
`timescale 1ns / 1ps
module tiled_matmul_engine #(
    parameter DATA_WIDTH = 8,
    parameter ACC_WIDTH = 32,
    parameter MATRIX_DIM = 32,
    parameter BLOCK_DIM = 8
)(
    input wire clk,
    input wire rst,
    input wire start,
    output wire done
);
    localparam NUM_BLOCKS = MATRIX_DIM / BLOCK_DIM;
    localparam BLOCK_SIZE = BLOCK_DIM * BLOCK_DIM;
    localparam MATRIX_SIZE = MATRIX_DIM * MATRIX_DIM;
    reg [DATA_WIDTH-1:0] mem_a [0:MATRIX_SIZE-1];
    reg [DATA_WIDTH-1:0] mem_b [0:MATRIX_SIZE-1];
    reg [ACC_WIDTH-1:0]  mem_c_acc [0:MATRIX_SIZE-1];
    wire [$clog2(MATRIX_SIZE)-1:0] mem_a_addr, mem_b_addr, mem_c_addr;
    wire mem_a_rd, mem_b_rd, mem_c_rd, mem_c_wr;
    wire init_c_block, systolic_start, systolic_rst;
    reg systolic_done;
    matmul_controller #(
        .NUM_BLOCKS(NUM_BLOCKS),
        .BLOCK_SIZE(BLOCK_SIZE),
        .ADDR_WIDTH($clog2(MATRIX_SIZE))
    ) u_controller (
        .clk(clk), .rst(rst), .start(start), .systolic_done(systolic_done), .done(done),
        .mem_a_addr_out(mem_a_addr), .mem_a_rd_out(mem_a_rd),
        .mem_b_addr_out(mem_b_addr), .mem_b_rd_out(mem_b_rd),
        .mem_c_addr_out(mem_c_addr), .mem_c_rd_out(mem_c_rd), .mem_c_wr_out(mem_c_wr),
        .init_c_block_out(init_c_block), .systolic_start_out(systolic_start),
        .systolic_rst_out(systolic_rst)
    );
    reg [BLOCK_DIM*DATA_WIDTH-1:0] systolic_a_in;
    reg [BLOCK_DIM*DATA_WIDTH-1:0] systolic_b_in;
    wire [BLOCK_SIZE*ACC_WIDTH-1:0]  systolic_c_out;
    systolic_array_8x8 u_systolic_core (
        .clk(clk), .rst(systolic_rst || rst),
        .a_in_top(systolic_a_in), .b_in_left(systolic_b_in), .c_out_matrix(systolic_c_out)
    );
    reg [DATA_WIDTH-1:0] block_a_buf [0:BLOCK_SIZE-1];
    reg [DATA_WIDTH-1:0] block_b_buf [0:BLOCK_SIZE-1];
    reg [ACC_WIDTH-1:0]  block_c_buf [0:BLOCK_SIZE-1];
    integer i, b_row, a_col;
    always @(posedge clk) begin
        if (mem_a_rd) for(i=0; i<BLOCK_SIZE; i=i+1) block_a_buf[i] <= mem_a[mem_a_addr + i];
        if (mem_b_rd) for(i=0; i<BLOCK_SIZE; i=i+1) block_b_buf[i] <= mem_b[mem_b_addr + i];
        if (mem_c_rd) for(i=0; i<BLOCK_SIZE; i=i+1) block_c_buf[i] <= mem_c_acc[mem_c_addr + i];
        if (init_c_block) for(i=0; i<BLOCK_SIZE; i=i+1) mem_c_acc[mem_c_addr + i] <= 0;
        if (mem_c_wr) begin
            for(i=0; i<BLOCK_SIZE; i=i+1) begin
                mem_c_acc[mem_c_addr + i] <= block_c_buf[i] + systolic_c_out[(i*ACC_WIDTH) +: ACC_WIDTH];
            end
        end
    end
    reg [4:0] stream_cycle_count;
    always @(posedge clk or posedge rst) begin
        if (rst) begin
            systolic_a_in <= 0; systolic_b_in <= 0; systolic_done <= 0; stream_cycle_count <= 0;
        end else begin
            if (systolic_start && !systolic_done) begin
                for (i = 0; i < BLOCK_DIM; i = i + 1) begin
                    b_row = stream_cycle_count - i; a_col = stream_cycle_count - i;
                    if (b_row >= 0 && b_row < BLOCK_DIM) systolic_a_in[i*DATA_WIDTH +: DATA_WIDTH] <= block_b_buf[b_row*BLOCK_DIM + i];
                    else systolic_a_in[i*DATA_WIDTH +: DATA_WIDTH] <= 0;
                    if (a_col >= 0 && a_col < BLOCK_DIM) systolic_b_in[i*DATA_WIDTH +: DATA_WIDTH] <= block_a_buf[i*BLOCK_DIM + a_col];
                    else systolic_b_in[i*DATA_WIDTH +: DATA_WIDTH] <= 0;
                end
                stream_cycle_count <= stream_cycle_count + 1;
            end
            if (stream_cycle_count == (3*BLOCK_DIM - 2)) begin
                systolic_done <= 1; stream_cycle_count <= 0;
            end
            if (systolic_rst) begin 
                systolic_done <= 0;
            end
        end
    end
endmodule
==> /design/flow/run.sh <==
#!/bin/bash
# OpenROAD 26Q1-2900-gdf79404cd8, Yosys 0.63+post, stock flow scripts
make -C /OpenROAD-flow-scripts/flow DESIGN_CONFIG=/design/flow/config.mk WORK_HOME=/design/flow/orfs finish
==> /design/flow/config.mk <==
export PLATFORM = sky130hd
export DESIGN_NAME = tiled_matmul_engine
export DESIGN_NICKNAME = tiled_matmul_engine
export VERILOG_FILES = /design/flow/design.v
export SDC_FILE = /design/flow/constraint.sdc
export NUM_CORES = 4
export LEC_CHECK = 1
export CORE_AREA = 10 10 85 85
export DIE_AREA = 0 0 95 95
==> /design/flow/constraint.sdc <==
current_design tiled_matmul_engine

set clk_period 2.6
set clk_io_pct 0.2

create_clock -name clk0 -period $clk_period [get_ports {clk}]

set non_clock_inputs [all_inputs -no_clocks]
set_input_delay [expr $clk_period * $clk_io_pct] -clock clk0 $non_clock_inputs
set_output_delay [expr $clk_period * $clk_io_pct] -clock clk0 [all_outputs]
==> impl_metrics.yaml <==
# synthesis and place-and-route metrics
pwr:
  ir_drop_uv: 257
  p_leak_nw: 0.503
  totalPowerFinal_mw: 1.00
  cellPowerDensity_nw_per_um2: 888
setup_path:
  cp_data_arrival_time_ps: 1100
  cp-start-kind: "register"
  cp_num_buf_inv: 1
  end_kind: "primary output"
  max_stage_delay_ps: 470
  cp_data_required_time_ps: 2080
  critPathMaxFanout: 3
  path_delay_family: "buffers and inverters"
  critical_path_class: "register to primary output"
  path_cells: "clkdlybuf4s50_1"
  crit_slowest_cell: "clkdlybuf4s50_1"
final_timing:
  setup_ws_ps: 981
  tns_ps: 0
  tightest_slew_ps: 340
  slew_viol_final: 0
  final.period_utilization_pct: 62.3
  slew-limit-headroom_pct: 76.7
  layout_min_cycle_time_ps: 1620
  finalSetupViolCount: 0
  holdWs_ps: 356
  finalHoldViolCount: 0
  fin_worst_skew_ps: 2.72
  max_freq_mhz: 618
  rsz0062_at_grt: "false"
clock_tree:
  clockBufferDepth: 2
  hold_buffers: 0
  worstSkewPairLatency_ps: 250
  cts_buffers: 3
  cts.sinks: 22
  tritoncts: "yes"
  post_cts_resized: 0
  clk_pin_slew_ps: 70
  postCtsSetupRepairBufs: 0
  htree_num_levels: 1
  cts_root_buffer: "clkbuf_8"
layout:
  final_layout_size_suffix_gt1_share_pct: 13.6
  fillers: 588
  area_growth_pct: 18.6
  mi_logic_area_um2: 389
  flop_area_um2: 552
drt:
  drt-initial-drc-count: 18
  drc: 0
  via_per_inst: 3.66
  routed_wl_mm: 1.39
  wl_per_cell_um: 8.71
  diodes: 0
  vias: 585
  ant_nets: 0
  dr.pass1.iters: 4
synth:
  avgSynthCellArea_um2: 11.8
  ys_cells: 81
  synthCells: 81
  syn_area_um2: 953
  synth-warning-count: 7
  ys.flops: 22
  synth_seq_share_pct: 57.9
  yosysUniqueCellTypes: 30
  synth-area-yosys_um2: 953
flow_run:
  max_cap_violations: 0
  warnings: 26
global_route:
  grt.busiest_layer: "met1"
  use_met1_pct: 4.94
  grt_pass1_vias: 600
  use_met3_pct: 0.721
  use_met2_pct: 4.86
  grt_pass1_wl_mm: 2.63
  grt_usage_pct: 3.37
  antenna_found_initial: 0
  grt_start_max_net_pins: 17
  overflow: 0
placed_design:
  gp_congestion: 0.750
  place_worst_setup_slack_ps: 743
  io_buffers: 3
  dp_hpwl_um: 991
run_status:
  outcome: "complete, no violations"
floorplan:
  fp-row-count: 27
  die_w_um: 95
  core-area_um2: 5470
  die_h_um: 95
  chipArea_um2: 9030
  pin_count: 4
  initCoreUtil_pct: 17.4
min_path:
  hp-class: "register to register"
[layer usage]
layer / wire length (µm) / vias to the layer above
met4: 28 / 0
li1: - / 296
met5: 0 / -
met2: 554 / 13
met3: 86 / 2
met1: 724 / 274
[stage by stage]
| step | cell area, µm² | util, % | instances |
|---|---|---|---|
| after detailed placement | 1080 | 19.7 | 156 |
| after floorplan | 953 | - | 81 |
| after global routing | 1130 | 20.7 | 160 |
| after global placement | 1080 | 19.7 | 156 |
| after CTS | 1130 | 20.7 | 160 |
| final | 1130 | 20.7 | 160 |
[cells in the final DEF, fill, tap and decap left out, types with 3 or more instances in the layout]
cell type,synthesis,layout
dfrtp_1,21,21
nor2_1,8,8
o21ai_0,5,5
nand2_1,9,9
nor2b_1,3,3
clkbuf_8,0,4
ha_1,5,5
clkdlybuf4s50_1,0,3
[synthesized netlist by cell type]
cell / n / area, µm²
dfrtp_1: 21 / 526
nand2_1: 9 / 33.8
nor2_1: 8 / 30.0
ha_1: 5 / 62.6
o21ai_0: 5 / 25.0
nor2b_1: 3 / 18.8
a22o_2: 2 / 20.0
a32o_1: 2 / 20.0
inv_1: 2 / 7.51
nand2b_1: 2 / 12.5
or2_2: 2 / 12.5
xnor2_1: 2 / 17.5
a211oi_1: 1 / 7.51
a21o_1: 1 / 7.51
a31oi_1: 1 / 6.26
and2_1: 1 / 6.26
and2b_1: 1 / 7.51
and3b_1: 1 / 8.76
and4b_1: 1 / 10.0
buf_2: 1 / 5.00
dfstp_2: 1 / 26.3
mux2_2: 1 / 11.3
mux2_4: 1 / 15.0
mux2i_1: 1 / 10.0
nand4_1: 1 / 6.26
nand4b_1: 1 / 8.76
nor3b_1: 1 / 7.51
o211ai_1: 1 / 7.51
o221ai_1: 1 / 8.76
or2b_1: 1 / 7.51
[logic make-up after synthesis]
logic type                 Yosys count  synth area share [%]
and+or+nand+nor                     32                  17.8
xor gates and xnor gates             2                  1.84
AOI/OAI and AO/OA                   14                  10.8
muxes                                3                  3.81
DFF                                 22                  57.9
buffers and inverters                3                  1.31
adders and majority gates            5                  6.56
[where the power goes]
part	switching, mW	internal (mW)	total, mW
clock	0.0993	0.135	0.234
combinational	0.113	0.132	0.245
sequential	0.0857	0.440	0.525
[area by class of cell]
class | instances | share of cell area [%]
clock buffers | 4 | 4.87
multi-input cells | 56 | 34.4
inverters | 2 | 0.664
well taps | 72 | 7.96
flip-flops and latches | 22 | 48.8
repair buffers | 4 | 3.32
[final timing paths]
kind | depth (start not counted) | slack, ps | endpoint | from
min in group asynchronous | 2 | 490 | u_controller.j_block[1] | rst
setup reg to reg | 5 | 1230 | stream_cycle_count[3] | stream_cycle_count[0]
max in group asynchronous | 3 | 1630 | systolic_done | rst
hold / removal | 0 | 360 | u_controller.state[9] | u_controller.state[4]
hold reg to reg | 0 | 360 | u_controller.state[9] | u_controller.state[4]
setup / recovery | 1 | 980 | done | u_controller.state[6]
[registers in the layout, indices dropped and copies added (netlist names)]
signal / flops
u_controller.i_block: 2
u_controller.j_block: 2
stream_cycle_count: 5
u_controller.state: 10
systolic_done: 1
u_controller.k_block: 2
Power and IR drop assume default switching activity.
